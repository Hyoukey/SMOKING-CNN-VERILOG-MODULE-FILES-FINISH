`design/flow/run.sh`:
```
#!/bin/bash
# OpenROAD 26Q1-2900-gdf79404cd8, Yosys 0.63+post, stock flow scripts
make -C /OpenROAD-flow-scripts/flow DESIGN_CONFIG=/design/flow/config.mk WORK_HOME=/design/flow/orfs finish
```
`design/flow/config.mk`:
```
export PLATFORM = sky130hd
export DESIGN_NAME = maxpool
export DESIGN_NICKNAME = maxpool
export VERILOG_FILES = /design/flow/design.v
export SDC_FILE = /design/flow/constraint.sdc
export NUM_CORES = 4
export LEC_CHECK = 1
export CORE_AREA = 10 10 79 79
export DIE_AREA = 0 0 89 89
```
`design/flow/constraint.sdc`:
```
current_design maxpool

set clk_period 1.5
set clk_io_pct 0.2

create_clock -name clk0 -period $clk_period [get_ports {clk}]

set non_clock_inputs [all_inputs -no_clocks]
set_input_delay [expr $clk_period * $clk_io_pct] -clock clk0 $non_clock_inputs
set_output_delay [expr $clk_period * $clk_io_pct] -clock clk0 [all_outputs]
```
`design/flow/design.v`:
```
module maxpool (
    input clk,
    input rst_n,
    input valid_in,
    input signed [11:0] data_in,
    input [9:0] x_in,  
    input [9:0] y_in,  
    output reg signed [11:0] data_out,
    output reg valid_out
);
    always @(posedge clk or negedge rst_n) begin
        if (!rst_n) begin
            valid_out <= 0;
            data_out <= 0;
        end else if (valid_in) begin
            if (x_in[0] == 0 && y_in[0] == 0) begin
                data_out <= data_in;
                valid_out <= 1;
            end else begin
                valid_out <= 0;
            end
        end else begin
            valid_out <= 0;
        end
    end
endmodule
```
==> run notes <==
run metrics: crit start category primary input, maximum clock frequency between 700 and 800 MHz, vias per cell between 3 and 4, Worst EP required 1.62 ns, H-tree lvl count 1, Worst Skew 0 ns, DRC 0, r2r endpoint data_out[7], Area Growth Syn to Fin 85.46%, Max Root-Sink Buffers 2, Initial Utilization 0.1052, Setup CP Type in -> reg, crit share post-route 0.9084, die y size slightly below 90 um, chip area between 7000 and 8000 um^2, Synth flops 13, Slowest-stage cell, CP clkdlybuf4s50_1, critical path's top delay family buffers and inverters, switching portion of total power 0.2010, number of max-cap violations 0, CTS Buf Count 3, root buf cell clkbuf_8, I/O pin total 48, Mapped Avg Cell Area approximately 18 um^2, initial antenna violation count 0, Fin Hold WS between 0.3 and 0.4 ns, status finished, final reports clean, VDD IR-drop max between 0.2 and 0.3 mV, largest net degree at the start of global routing 14, 1st-iter DRT viols 0, ANT cells 0, Bufs and invs on worst path 2, Slowest Stage Delay on Critical Path 0.44 ns, Power, Total around 0.99 mW, via count around 350, Worst Max-Slew Pin Slew between 0.15 and 0.2 ns, worst skew pair latency around 0.24 ns, reg-to-reg slack, setup 0.76 ns, DRT Wirelength 1419 um, cells after synthesis 27, WL/cell 12.34 um, core area about 4700 um^2, Worst Setup End Kind flop, Overflow after GRT 0, area reported by Yosys stat 490.5 um^2, Die Wd ~89 um, post-synthesis sequential area ratio 0.6633, dpl hpwl 1132 um, Slew Viols, Final 0, worst-path cell chain clkdlybuf4s50_1 -> nor3b_4 -> buf_12 -> mux2_2, cell-internal power around 0.79 mW, yosys warning tally 1, Post CTS Setup Buffer Count 0, Slew headroom 0.8779, Hold Buf Count CTS 0, min Tclk post-route about 1.4 ns, Clock Power Share 0.318, filler instances just under 500, Setup Viol. Count Final 0, Post-CTS Resized 0, layout cell share with drive strength beyond 1 0.2951, switching pwr roughly 0.2 mW, Site Rows 25, post-synthesis cell area between 400 and 500 um^2, Comb power frac 0.237, Crit Path Max Fanout 13, Clock transition at path regs around 0.060 ns, Tot GR Track Use 0.03650, unrepaired setup endpoints after global routing no, post-route ant nets 0, CTS sink count 13, GPL Wtd Cong between 0.6 and 0.7, port buffer count 29, R2R Path Start data_out[7], yosys stat cell total 27, r2r worst-path depth 1, post-synth cell types 4, P_leak around 0.36 nW, CTS tree yes, Fin. Hold Viols 0, Hold Path Class in -> async, count of tool warnings 43, TritonRoute pass-1 iters 1, vias in the first global route 413, Reg power frac 0.445, PwrDens ~1100 nW/um^2, Worst Path Arrival roughly 1.5 ns, first-pass GRT wire length between 2000 and 2500 um
-- stage by stage --
stage	instances	setup WS (ns)	cell area, um^2	setup TNS [ns]	util
after detailed placement	111	-0.1242	864.6	-1.434	0.1855
after floorplan	27	0.3368	490.5	0	-
final	115	0.1374	909.6	0	0.1952
after global routing	115	0.08158	909.6	0	0.1952
after global placement	111	-0.1211	864.6	-1.438	0.1855
after CTS	115	0.1137	909.6	0	0.1952
-- layout by cell type, fill, tap and decap left out --
| cell | n |
|---|---|
| dfrtp_1 | 13 |
| nor3b_4 | 1 |
| clkbuf_1 | 1 |
| buf_4 | 1 |
| buf_12 | 1 |
| clkbuf_8 | 3 |
| mux2_2 | 12 |
| clkdlybuf4s50_1 | 29 |
-- cell families after synthesis --
logic type    after synthesis  share of synthesized area
flops                      13                     0.6633
mux                        12                     0.2755
simple gates                1                    0.03827
buf+inv                     1                    0.02296
-- worst max path at each step --
| stage | depth (start not counted) | end | startpoint |
|---|---|---|---|
| 5_1_grt | 4 | data_out[4] | y_in[0] |
| 4_1_cts | 1 | data_out[1] | data_out[1] |
| 6_report | 4 | data_out[5] | y_in[0] |
-- synth_stat cells --
| master | instances | area [um^2] |
|---|---|---|
| buf_6 | 1 | 11.26 |
| mux2_2 | 12 | 135.1 |
| dfrtp_1 | 13 | 325.3 |
| nor3b_4 | 1 | 18.77 |
-- routing by layer --
| metal | vias up | part of all wire | track usage |
|---|---|---|---|
| met3 | 4 | 0.14 | 0.02112 |
| met5 | - | 0 | 0 |
| li1 | 162 | - | - |
| met4 | 0 | 0.0099 | 0.005780 |
| met1 | 167 | 0.38 | 0.04333 |
| met2 | 17 | 0.46 | 0.05718 |
-- state kept, by name (all words and copies together), names as in the netlist --
name,flops
data_out,12
valid_out,1
-- cell type report --
class                      count  area, um^2  area share
clock buffer                   4       45.04     0.04952
multi-input combinational     13       153.9      0.1692
sequential                    13       325.3      0.3576
tap                           54       67.56     0.07428
timing repair buffer          31       317.8      0.3494
-- power groups by stage --
stage,logic (mW),registers (mW),clock network [mW]
after global routing,0.256,0.450,0.363
after CTS,0.244,0.443,0.337
final,0.235,0.441,0.315
Power is estimated from default activity; no workload was simulated.
